==> ./run.sh <==
#!/bin/bash
# OpenROAD 26Q1-2900-gdf79404cd8, Yosys 0.63+post, stock flow scripts
make -C /OpenROAD-flow-scripts/flow DESIGN_CONFIG=/design/flow/config.mk WORK_HOME=/design/flow/orfs finish
==> ./config.mk <==
export PLATFORM = sky130hd
export DESIGN_NAME = ext
export DESIGN_NICKNAME = ext
export VERILOG_FILES = /design/flow/design.v
export SDC_FILE = /design/flow/constraint.sdc
export NUM_CORES = 4
export LEC_CHECK = 1
export CORE_AREA = 10 10 70 70
export DIE_AREA = 0 0 80 80
==> ./constraint.sdc <==
current_design ext

set clk_period 1.0
set clk_io_pct 0.2

create_clock -name clk0 -period $clk_period

set non_clock_inputs [all_inputs -no_clocks]
set_input_delay [expr $clk_period * $clk_io_pct] -clock clk0 $non_clock_inputs
set_output_delay [expr $clk_period * $clk_io_pct] -clock clk0 [all_outputs]
==> ./design.v <==
`timescale 1ns / 1ps
`timescale 1ns / 1ps
module ext(
    input [15:0] imm,
    input [1:0] EOp,
    output [31:0] ext
    );
    assign ext = (EOp==0)?{{16{imm[15]}},imm[15:0]}:
                 (EOp==1)?{{16{0}},imm}:
                 (EOp==2)?{imm,{16{0}}}:
                 (EOp==3)?{{14{imm[15]}},imm[15:0],{2{0}}}:
                 0;
endmodule
==> run notes <==
impl run done, here's what came out: placed cell count 115, VDD IR max 0.000123 V, post-route minimum period 1100 ps, Synth Cell Area 243 sq um, registers 0, total global routing overflow 0, slew margin rel. 85.8%, first-pass GRT wire length 2.19 mm, PortBufs 50, Post-Synthesis Cells 33, WL per Instance 12.3 um, Final period util 110%, number of global-route vias before repair 440, via/cell ratio 2.99, area fraction in compound gates 0%, area fraction in mux cells 0%, routed wire length 1.53 mm, Synth Area in Simple Gates 49.0%, Pwr Density 304 nW/um^2, diode count 0, Worst Hold End ext[4], FA/HA/MAJ Cells, Area Fraction 0%, YS chip area 243 sq um, RePlAce Congestion 0.760, Critical Path AT 900 ps, Slew @ Worst Pin 213 ps, Worst setup EP type primary output, Reg area 0 sq um, Post-route DRC 0, Setup WS post-layout -103 ps, Avg Synthesized Cell Area 7.36 sq um, failing checks setup timing, FMAX 907 MHz, global-route usage over all layers 4.23%, status complete, but fails checks, DR vias 371, worst hold path type in2out, CLK BUF 0, Non-Filler Instances 124, max-cap viol count 0, Setup violations, final 16, Ys Warns 0, DR pass1 iterations 3, final tally of max-slew violations 0, # Cells Yosys 33, die width 80 um, antenna violations before repair 0, Log Warnings 35, Core Rows 21, critical path type in2out, FILL cells 388, Netlist cell types 5, Dominant comb cell buffers and inverters, CP Max Fanout 8, crit path DRT 800 ps, Chip Height 80 um, unrepaired setup endpoints after global routing true, die area 6400 sq um, Final Core Density 22.1%, Post-DRT Antenna Nets 0, I/O pins 50, Final Hold Viols 0, initial drt markers 2, share of layout cells above drive strength 1 61.5%, Hold Startpoint imm[4], Leak 0.000411 uW, XOR/XNOR Area Share 0%, Hold Crit Depth 3, pin count of the biggest net entering global routing 9, CORE AREA 3420 sq um, Layout Area Growth over Synthesis 211%, CP Launch Type primary input, Post-CTS Hold Fix Bufs 0, sequential area share after synthesis 0%, Initial Utilization 7.11%
[synth_stat cells]
library cell  instances  area [sq um]
and2b_1               5          37.5
nor2b_1              11          68.8
buf_4                15           113
nor3b_2               1          12.5
buf_6                 1          11.3
[worst max path at each step]
stage	slack (ps)	cells past startpoint	endpoint	startpoint
6_report	-100	5	ext[27]	EOp[0]
4_1_cts	-180	6	ext[19]	EOp[1]
5_1_grt	-140	5	ext[27]	EOp[0]
[cell families after synthesis]
group | Yosys count
buffers and inverters | 16
AND/OR/NAND/NOR | 17
[cells in the final DEF, fill, tap and decap left out, drive strengths merged]
cell type      count
and2b              5
buf               40
clkbuf             5
clkdlybuf4s15      2
dlygate4sd2       13
dlymetal6s2s       1
nor2b             11
nor3b              1
[where the power goes]
group,internal [uW],switching (uW),total (uW)
Clock,0,0,0
Sequential,0,0,0
Combinational,167,62.9,230
Total,167,62.9,230
[cell type report]
type | count | area, sq um | share of cell area, %
Multi-Input combinational cell | 17 | 140 | 18.6
Timing Repair Buffer | 61 | 557 | 73.8
Tap cell | 46 | 57.6 | 7.63
[through the flow]
stage          power (uW)  setup slack, ps  hold slack, ps  TNS (ps)  instance area, sq um
6_report              230             -103             691      -881                   754
5_1_grt               252             -143             721     -1510                   754
4_1_cts               240             -177             794     -2030                   777
3_5_place_dp          234             -793            1320    -24270                   711
3_3_place_gp          236             -812            1330    -24220                   711
2_1_floorplan        62.9            -83.8             413     -1260                   253
[critical path, stage by stage]
cell,delay (ps)
buf_6,100
nor3b_4,240
buf_6,180
buf_6,100
buf_6,70
[timing repair]
item                       CTS  global route
cloned                       1             0
buffers inserted            10             0
pin swaps                    1             1
gates resized              144            16
setup endpoints to repair   32            26
[routing by layer]
metal	routed length, um	global-route usage (%)	vias to the layer above
li1	-	-	174
met4	0	0	0
met3	416	4.43	0
met1	521	4.09	148
met5	0	0	-
met2	588	6.58	49
Power and IR drop assume default switching activity.
