==> design/flow/run.sh <==
#!/bin/bash
# OpenROAD 26Q1-2900-gdf79404cd8, Yosys 0.63+post, stock flow scripts
make -C /OpenROAD-flow-scripts/flow DESIGN_CONFIG=/design/flow/config.mk WORK_HOME=/design/flow/orfs finish
==> design/flow/config.mk <==
export PLATFORM = sky130hd
export DESIGN_NAME = D_E_Register
export DESIGN_NICKNAME = D_E_Register
export VERILOG_FILES = /design/flow/design.v
export SDC_FILE = /design/flow/constraint.sdc
export NUM_CORES = 4
export LEC_CHECK = 1
export CORE_AREA = 10 10 206 206
export DIE_AREA = 0 0 216 216
==> design/flow/constraint.sdc <==
current_design D_E_Register

set clk_period 1.0
set clk_io_pct 0.2

create_clock -name clk0 -period $clk_period [get_ports {clk}]

set non_clock_inputs [all_inputs -no_clocks]
set_input_delay [expr $clk_period * $clk_io_pct] -clock clk0 $non_clock_inputs
set_output_delay [expr $clk_period * $clk_io_pct] -clock clk0 [all_outputs]
==> design/flow/design.v <==
`timescale 1ns / 1ps
`timescale 1ns / 1ps
module D_E_Register(
	input clk,
	input reset,
	input [31:0] IR_D,
	input [31:0] PC_D,
	input [31:0] PC8_D,
	input [31:0] RF_RD1,
	input [31:0] RF_RD2,
	input [31:0] EXT_D,
	input temp_D,
	output reg [31:0] IR_E,
	output reg [31:0] PC_E,
	output reg [31:0] PC8_E,
	output reg [31:0] RS_E,
	output reg [31:0] RT_E,
	output reg [31:0] EXT_E,
	output reg temp_E
    );
	initial begin
		IR_E <= 0;
		PC_E <= 0;
		PC8_E<=0;
		RS_E<=0;
		RT_E<=0;
		EXT_E<=0;
		temp_E<=0;
	end
	always @(posedge clk) begin
		if(reset)begin
			IR_E <= 0;
			PC_E <= 0;
			PC8_E<=0;
			RS_E<=0;
			RT_E<=0;
			EXT_E<=0;
			temp_E<=0;
		end
		else  begin
			IR_E <= IR_D;
			PC_E <= PC_D;
			PC8_E <= PC8_D;
			RS_E <= RF_RD1;
			RT_E <= RF_RD2;
			EXT_E <= EXT_D;
			temp_E<=temp_D;
		end
	end
endmodule
==> flow_summary.yaml <==
# generated from flow reports
route:
  dr.pass1.iters: 4
  wl_per_cell_um: 14.7
  wl_met3_um: 2800
  dr_wl_met2_um: 8780
  top_layer: "met5"
  drt-met1-wl_um: 7840
  vias_per_cell: 3.08
  route.detailed.drc: 0
  wirelength_um: 19700
  num_vias: 4125
  drt_iter0_markers: 93
  diodes: 0
  final_antenna_net_count: 0
cts:
  cts.clk_slew.worst_paths_ns: 0.08
  cts_resized: 658
  clock_path_buffers: 2
  clock_sinks: 193
  numCtsBuffers: 17
  cts_hold_buf: 0
  htreeDepth: 4
  post_cts_buffers: 0
  cts_tree: "built"
  cts_root_buf: "clkbuf_16"
logic_synthesis:
  ys_sh_mux: 0
  yosysUniqueCellTypes: 4
  synth.cell_area_um2: 5170
  syn_avg_cell_area_um2: 12.7
  ys_top_logic_family: "simple AND/OR/NAND/NOR gates"
  synth-seq-area-share: 0.747
  aoi_share: 0
  synthXorXnorAreaFrac: 0
  synth_cells: 407
  synthAdderAreaFrac: 0
  yosys_warnings: 1
  ys_chip_area_um2: 5170
  ys_seq_elements: 193
  yosys_cells: 407
  simple_gate_area_frac: 0.233
grt:
  grt_use_total: 0.0802
  grt_max_degree: 34
  antenna_found_initial: 1
  grt_pass1_wl_um: 27800
  grt_overflow: 0
  grt_pass1_vias: 4204
sta:
  timing.final.crit_share: 1.15
  worst_slew_pin_slew_ns: 0.270
  final_hold_viol_count: 0
  maxSlewHeadroom: 0.820
  rsz0062_at_grt: "true"
  fin_setup_tns_ns: -8.75
  final.min_clock_period_ns: 1.15
  setup_viol_count_final: 193
  maxClockFrequency_ghz: 0.871
  slew_violations: 0
  timing.final.ws_setup_ns: -0.147
pwr:
  p_leak_nw: 4.13
  ir_worst_vdd_mv: 1.11
  p_per_area_nw_per_um2: 1730
  p_sw_mw: 3.82
  seq_power_share: 0.498
  intPower_mw: 12.6
  clkPwrFrac: 0.403
  p_total_mw: 16.5
  switching_share: 0.232
  combPwrFrac: 0.099
floorplan:
  dieArea_um2: 46700
  die_width_um: 216
  rows: 71
  core_um2: 37800
  initCoreUtil: 0.137
  fp.dieH_um: 216
  io_pins: 388
setup_path:
  crit_path_start_kind: "flip-flop"
  critical_path_class: "reg2out"
  critPathTopFamily: "flip-flops"
  max_stage_delay_ns: 0.39
  cp.depth: 1
  crit_buf_inv: 1
  slowest_stage: "dfxtp_4"
  path_cells: "buf_6"
  crit_arrival_ns: 0.95
  path_max_fanout: 1
  worst_setup_path_end_kind: "output pin"
  cp.required_ns: 0.80
layout:
  layout-drive-gt1-share: 0.333
  syn_to_final_growth_pct: 83.7
  layout_top_cells: "nor2b_1 (193), clkdlybuf4s50_1 (193), buf_2 (185)"
  fin_util: 0.252
  finalInstanceArea_um2: 9510
  fill_cells: 4022
  seqCellArea_um2: 3910
  final-comb-area_um2: 1210
outcome:
  status: "finished, violations left"
  violations: "setup timing"
placed_design:
  dpl_cell_area_um2: 9810
  gp_congestion: 0.787
  portBuffers: 387
  dp_hpwl_um: 16100
  dpl_worst_slack_ns: -0.283
flow_run:
  drv_cap: 0
  warnings: 27
min_path:
  hp-class: "in2reg"
  min_path_cells: 3
-- sequential cells by signal, indices dropped and copies added (netlist names) --
| register | cells |
|---|---|
| EXT_E | 32 |
| IR_E | 32 |
| PC8_E | 32 |
| PC_E | 32 |
| RS_E | 32 |
| RT_E | 32 |
| temp_E | 1 |
-- Yosys cell counts (all sizes together) --
master,n,area share
dfxtp,193,0.75
nor2b,193,0.23
buf,19,0.018
clkbuf,2,0.0015
-- metrics by stage --
stage | std cells | hold slack (ns)
2_1_floorplan | 407 | 0.328
3_3_place_gp | 1306 | 0.626
3_5_place_dp | 1306 | 0.634
4_1_cts | 1338 | 0.133
5_1_grt | 1338 | 0.141
6_report | 1338 | 0.156
-- per-layer routing --
| metal | GRT usage | vias up |
|---|---|---|
| li1 | - | 2038 |
| met1 | 0.0921 | 1815 |
| met2 | 0.127 | 256 |
| met3 | 0.0521 | 14 |
| met4 | 0.0100 | 2 |
| met5 | 0 | - |
-- kinds of logic (layout without fill, tap and decap cells) --
logic type             count (synthesis)  count (layout)
and+or+nand+nor                      193             193
buffers and inverters                 21             441
DFF                                  193             193
-- worst paths after layout --
| check | from | slack (ns) | end |
|---|---|---|---|
| max | RS_E[28]$_SDFF_PP0_ | -0.15 | RS_E[28] |
| min | reset | 0.16 | PC8_E[19]$_SDFF_PP0_ |
-- area by class of cell --
type	instances	area share
Clock buffer	18	0.0462
Tap cell	511	0.0673
Sequential cell	193	0.411
Clock inverter	14	0.0134
Timing Repair Buffer	409	0.335
Multi-Input combinational cell	193	0.127
-- power by group through the flow --
stage | clock network, mW | registers (mW) | logic, mW
after CTS | 6.92 | 8.20 | 1.67
after global routing | 7.22 | 8.24 | 1.79
final | 6.62 | 8.20 | 1.63
No activity file was given, so power comes from the tool's default toggle rates.
